## flow/constraint.sdc

```tcl
current_design Decoder1

set clk_period 4.1
set clk_io_pct 0.2

create_clock -name clk0 -period $clk_period

set non_clock_inputs [all_inputs -no_clocks]
set_input_delay [expr $clk_period * $clk_io_pct] -clock clk0 $non_clock_inputs
set_output_delay [expr $clk_period * $clk_io_pct] -clock clk0 [all_outputs]
```

## flow/config.mk

```make
export PLATFORM = sky130hd
export DESIGN_NAME = Decoder1
export DESIGN_NICKNAME = Decoder1
export VERILOG_FILES = /design/flow/design.v
export SDC_FILE = /design/flow/constraint.sdc
export NUM_CORES = 4
export LEC_CHECK = 1
export CORE_AREA = 10 10 70 70
export DIE_AREA = 0 0 80 80
```

## flow/run.sh

```bash
#!/bin/bash
# OpenROAD 26Q1-2900-gdf79404cd8, Yosys 0.63+post, stock flow scripts
make -C /OpenROAD-flow-scripts/flow DESIGN_CONFIG=/design/flow/config.mk WORK_HOME=/design/flow/orfs finish
```

## flow/design.v

```verilog
module Decoder1(
  input  [31:0] io_inst,
  input         io_ctrl_0,
                io_ctrl_1,
                io_ctrl_2,
                io_ctrl_3,
  output [6:0]  io_opcode,
  output [4:0]  io_rAddr_0,
                io_rAddr_1,
                io_rAddr_2,
  output [2:0]  io_funct3,
  output [6:0]  io_funct7,
  output [31:0] io_imm
);
  wire [20:0] _io_imm_T_21 =
    io_ctrl_3
      ? {io_inst[31], io_inst[19:12], io_inst[20], io_inst[30:21], 1'h0}
      : {{9{io_inst[31]}}, io_inst[31:20]};
  assign io_opcode = io_inst[6:0];
  assign io_rAddr_0 = io_inst[11:7];
  assign io_rAddr_1 = io_inst[19:15];
  assign io_rAddr_2 = io_inst[24:20];
  assign io_funct3 = io_inst[14:12];
  assign io_funct7 = io_inst[31:25];
  assign io_imm =
    io_ctrl_0
      ? {{20{io_inst[31]}}, io_inst[31:25], io_inst[11:7]}
      : io_ctrl_1
          ? {{20{io_inst[31]}}, io_inst[7], io_inst[30:25], io_inst[11:8], 1'h0}
          : io_ctrl_2 ? {io_inst[31:12], 12'h0} : {{11{_io_imm_T_21[20]}}, _io_imm_T_21};
endmodule
```

==> ci_impl_report.md <==
### Metrics collected by this job

| Metric | Value |
|---|---|
| RSZ-0062 raised after global routing | false |
| I/O Buffers | 86 |
| Area growth syn-to-layout | 102.7% |
| Yosys stat chip area | about 640 um2 |
| Initial drt markers | 17 |
| Synth Seq Share | 0% |
| First-pass GRT wire length | 4.043 mm |
| Largest fanout on the critical path | 12 |
| N_diodes | 0 |
| Slowest cell on crit path | clkdlybuf4s50_1 |
| Via count | approximately 750 |
| Final design area excluding fillers | about 0.0013 mm2 |
| Routability cong. | 0.7454 |
| Routed Antenna Nets | 0 |
| Mapped cell area | 639.4 um2 |
| Power Total | 132.3 uW |
| Routed length per instance | ~14 um |
| Vias in the first global route | 771 |
| Max-Cap Viols | 0 |
| Worst Setup Start Kind | primary input |
| Worst stage delay on the critical path | between 0.5 and 0.6 ns |
| Core Footprint | 0.003416 mm2 |
| Post-layout min period | around 3.4 ns |
| Metal2 WL | about 1.3 mm |
| # Cells Yosys | 94 |
| Worst EP arrival | about 2.6 ns |
| DR top layer | met3 |
| GRT Total Usage | under 10% |
| Most frequent CP cell | clkdlybuf4s50_1 |
| Pwr dens | 102.1 mW/mm2 |
| Post-placement cell count | around 190 |
| Post-Syn Instances | ~94 |
| Cells along the critical path | clkdlybuf4s50_1, nor3b_4, buf_4, a21o_1, clkdlybuf4s50_1 |
| Synth warn | 0 |
| Slew @ Worst Pin | about 0.42 ns |
| Final hold vios | 0 |
| Top Family by Delay on Critical Path | buffers and inverters |
| DP Area | approximately 0.0013 mm2 |
| Tool warning count | 32 |
| Detail Placement HPWL | around 2.4 mm |
| Worst vdd ir | approximately 0.000038 V |
| Setup-failing EPs final | 0 |
| Initial antenna violation count | 0 |
| Die H | ~80 um |
| Hold Buf Count CTS | 0 |
| Resized Gates After CTS | 0 |
| Share of layout cells above drive strength 1 | between 5 and 6% |
| Flops | 0 |
| Reg area | 0 um2 |
| Met3 wire len | 382 um |
| Setup CP Type | in2out |
| HP Class | in2out |
| GRT Residual Overflow | 0 |
| Pre-Repair DR Iteration Count | 4 |
| Final tally of max-slew violations | 0 |
| Final core utilization | ~38% |
| Lkg Pwr | between 0.0005 and 0.0006 uW |
| Worst Path Required | 3.28 ns |
| FP Core Util | 18.72% |
| Die area | about 0.0064 mm2 |
| Setup crit end kind | primary output |
| Final TNS setup | 0 ns |
| Max-slew headroom | 71.68% |
| Rows | 21 |
| Syn_area_per_cell | around 6.8 um2 |
| Status | finished, final reports clean |
| FMAX | slightly below 0.3 GHz |
| Residual DRC count | 0 |
| Postcts setup bufs | 0 |
| Final Non-Filler Cells | 191 |
| # clk buffers | 0 |
| Io pins | approximately 100 |
| Yosys cell types | 19 |
| CP bufs+invs | 3 |
| WL final | 2.670 mm |
| Pin count of the biggest net entering global routing | 13 |
| Cycle use final | 83.27% |
| M1 WL | roughly 970 um |
| Die X | around 80 um |
| DR vias/cell | between 3 and 4 |
==> cells by family after synthesis <==
family / Yosys count / synth area share [%]
muxes: 2 / 3.327
buffers and inverters: 37 / 43.25
and+or+nand+nor: 41 / 35.23
AOI/OAI and AO/OA: 14 / 18.20
==> per-layer routing <==
metal  track usage, %  vias up
li1                 -      388
met1            8.570      319
met2            13.24       39
met3            3.750        0
met4           0.1761        0
met5                0        -
==> cells in the mapped netlist (all sizes together) <==
master	instances	area share, %
nand2	17	10
mux2	1	1.8
or2	2	2.0
o31ai	1	1.2
nor3b	1	2.9
nor2b	2	2.3
mux2i	1	1.6
nand3b	4	4.7
buf	36	42
o21ai	1	2.5
clkbuf	1	0.78
and2b	5	5.9
a21o	11	13
a32o	1	1.6
nand3	8	6.3
nor2	2	1.2
==> placed cells by master (no fill, tap or decap), drive strengths merged <==
cell / netlist / routed
buf: 36 / 2
o21ai: 1 / 1
nor3b: 1 / 1
nor2b: 2 / 2
mux2: 1 / 1
a21o: 11 / 11
o31ai: 1 / 1
nand2: 17 / 17
nand3b: 4 / 4
mux2i: 1 / 1
nor2: 2 / 2
and2b: 5 / 5
clkdlybuf4s50: 0 / 86
a32o: 1 / 1
or2: 2 / 2
nand3: 8 / 8
==> report_power, final <==
part / internal (uW) / switching [uW] / total, uW
sequential: 0 / 0 / 0
combinational: 97.7 / 34.6 / 132
clock: 0 / 0 / 0
==> final timing paths <==
path / cells past startpoint / startpoint / to / slack (ns)
setup / recovery: 5 / io_ctrl_2 / io_imm[24] / 0.69
hold / removal: 0 / io_inst[0] / io_opcode[0] / 1.64
==> layout make-up <==
| type | count | area [um2] |
|---|---|---|
| fill | 344 | 2120 |
| timing repair buffer | 88 | 875.8 |
| multi-input combinational | 57 | 362.8 |
| tap | 46 | 57.56 |
==> metrics by stage <==
step / worst slack [ns] / hold slack, ns
after floorplan: 1.831 / 1.694
after global placement: 0.6904 / 1.640
after detailed placement: 0.6433 / 1.640
after CTS: 0.6519 / 1.640
final: 0.6857 / 1.640
after global routing: 0.5191 / 1.640
Power and IR drop assume default switching activity.

File: flow/run.sh
#!/bin/bash
# OpenROAD 26Q1-2900-gdf79404cd8, Yosys 0.63+post, stock flow scripts
make -C /OpenROAD-flow-scripts/flow DESIGN_CONFIG=/design/flow/config.mk WORK_HOME=/design/flow/orfs finish
File: flow/config.mk
export PLATFORM = sky130hd
export DESIGN_NAME = ALU
export DESIGN_NICKNAME = ALU
export VERILOG_FILES = /design/flow/design.v
export SDC_FILE = /design/flow/constraint.sdc
export NUM_CORES = 4
export LEC_CHECK = 1
export CORE_UTILIZATION = 40
File: flow/design.v
module ALU(
  input [31:0] a,
  input [31:0] b,
  input [2:0] alu_control,
  output [31:0] result);
always @(*)
begin 
  case(alu_control)
    3'b000: result = a + b;
    3'b001: result = a - b;
    3'b011: result = a << b;
    3'b100: result = a >> b;
    3'b101: result = a & b;
    3'b110: result = a | b;
    default: result = a + b;
  endcase
end
endmodule
File: flow/constraint.sdc
current_design ALU

set clk_period 15.0
set clk_io_pct 0.2

create_clock -name clk0 -period $clk_period

set non_clock_inputs [all_inputs -no_clocks]
set_input_delay [expr $clk_period * $clk_io_pct] -clock clk0 $non_clock_inputs
set_output_delay [expr $clk_period * $clk_io_pct] -clock clk0 [all_outputs]
==> run notes <==
Here are the numbers from the latest Yosys + OpenROAD run.

The flow ran to the end, and the final reports show no timing, DRC or antenna violations. The cell family contributing the most delay on the critical path is simple AND/OR/NAND/NOR gates. Summing all flip-flop and latch instances after layout gives 0 um^2. The unique cell type count in the Yosys netlist came out at 72.

The die outline width is 130.8 um. In this run, the combinational gates consume 100.0% of the power. The combinational gate area is 6272 um^2. The die height came out at 130.8 um.

STA lists the startpoint of the worst hold path as b[3]. Routability-driven placement finished with a final weighted congestion of 1.029. The via count came out at 8105. The script logs the mean routed wire length per placed instance as 24.12 um. The synth_stat.txt file lists the number of cells as 965.

Setup repair after global routing left no endpoint under its margin. In this run the tool buffered the top-level ports with 99 buffer cells. The post-CTS setup repair buffer count came out at 0. The total I/O pin count came out at 99.

The post-route clock period utilization came out at 77.75%. The count of hold-fix buffers inserted at cts is 0. The layout has 0 clock buffers.

The layout cell share with drive strength beyond 1 came out at 8.748%. The cell type with the highest aggregate area in the netlist is mux4_2. The chip area in the Yosys report came out at 6634 um^2. The fraction of power consumed by sequential logic came out at 0%. The total routed wirelength is 29470 um. In this run the remaining antenna-violating nets after routing total 0.

The number of placement rows is 46. The cell area that synthesis handed to floorplanning was 6634 um^2. The script computed the net switching share of total power as 54.90%. Setup total negative slack on the finished layout was measured at 0 ns. The worst path needs 11.66 ns of the cycle, external delays included. The cell sequence reported for the critical path is clkdlybuf4s50_1 > nor2b_1 > nand2b_1 > mux2i_1 > fa_1 > a21o_1 > a41o_1 > nor4_1 > nor4_1 > o2111ai_1 > a211oi_1 > or4b_2 > nand3_1 > clkdlybuf4s50_1. The tally of yosys warning messages is 8. The static leakage power came out at 3.025 nW.

The final report lists the setup-violating endpoint count as 0. The path class of the lowest-slack min-delay path is in -> out. The area fraction of the largest cell type after synthesis is 11.88%. The total congestion overflow after global routing came out at 0. The DRC violation count after routing came out at 0. The synthesized netlist cell count is 965. OpenROAD emitted warnings numbering 34. The final setup slack of the worst path came out at 3.337 ns.

The number of sequential cells in the layout is 0. In the final layout, the fill cell count is 1631. Counting pins that exceed their max-slew limit in the final report gives 0. The number of global-route vias before repair came out at 7233. Per the log, the first TritonRoute iteration ended with a DRC count of 1073.

Each instance of the synthesized netlist takes up on average 6.874 um^2. The transition time at the pin with the least slew margin is 0.7969 ns. Counting instances in the post-synthesis netlist gives the leading cell types as nor2_1, a21oi_1, nand2_1. The main area contributors are mux4_2, mux2i_1, nor2_1. The power density over cell area came out at 45.31 nW/um^2. From synthesis to final layout, the design area changed by 16.13%. Along the worst hold path, the cell count comes to 7.

The cell with the largest stage delay on the worst path is clkdlybuf4s50_1. The total track usage came out at 35.51%. STA lists the maximum fanout along the critical path as 19. The worst slew margin relative to its limit is 46.67%. Looking at the hold checks, the worst path lands on result[19]. The HPWL after detailed placement is 23000 um. The total count of hold-check failures in the final report is 0. The internal portion of the total power is 157.4 uW. Entering global routing, the biggest net connects 67 pins.

Sorting the synthesis cell report by count puts at the top nor2_1. The number of vias per cell after detailed routing came out at 6.633. The post-cts sizing count is 0. The critical path required time is 12.00 ns. STA classifies the critical path startpoint as a primary input. The number of iterations in the first detailed-routing pass is 10. The number of max-capacitance violations reported is 0.

For the worst setup path, the data arrival time is 8.66 ns. The floorplan-stage core utilization came out at 41.31%. The worst path buffer plus inverter count is 2. The placeable core region is 16060 um^2.

The number of antenna violations at the first check in global routing came out at 0. The setup path with the least slack is of type in -> out. The script extracted a net switching power of 191.6 uW. According to the floorplan report, the total die area is 17100 um^2. The number of antenna diodes in the final layout is 0. The fraction of the yosys area taken by sequential cells came out at 0%. The maximum single-stage delay on the critical path is 0.93 ns.

The worst-case setup slack after placement came out at 3.348 ns. The proportion of power drawn by the clock network is 0%. The endpoint class of the critical path is a primary output. The wire length of the first global-routing pass is 44280 um. Timing would allow up to 0.08574 GHz. The maximum VDD drop came out at 0.00002045 V.
worst max path at each step:
stage / slack (ns) / end / startpoint / depth (start not counted)
after global routing: 2.87 / result[28] / alu_control[0] / 14
final: 3.34 / result[28] / alu_control[0] / 14
after CTS: 3.39 / result[28] / alu_control[0] / 14
per-layer routing:
metal | routed length [um] | up-vias | share of wire (%) | global-route usage, %
li1 | - | 3774 | - | -
met2 | 12370 | 501 | 42 | 50.92
met5 | 0 | - | 0 | 0
met3 | 3246 | 60 | 11 | 6.012
met4 | 1020 | 0 | 3.5 | 10.55
met1 | 12840 | 3770 | 44 | 54.43
cells by family after synthesis:
kind of cell	synth area share (%)
adders and majority gates	6.714
muxes	23.82
buffers and inverters	5.451
AOI/OAI and AO/OA	34.36
xor gates and xnor gates	6.847
and+or+nand+nor	22.80
cells in the final DEF, fill, tap and decap left out, types with 8 or more instances in the layout:
| cell type | instances |
|---|---|
| o221ai_1 | 8 |
| xnor2_1 | 35 |
| a31oi_1 | 9 |
| a22oi_1 | 13 |
| o211ai_1 | 12 |
| a222oi_1 | 11 |
| nand3_1 | 19 |
| nor2_1 | 136 |
| nor3_1 | 21 |
| o21a_1 | 15 |
| a21oi_1 | 97 |
| mux2_2 | 17 |
| xor2_1 | 15 |
| nand2_1 | 76 |
| a21o_1 | 30 |
| a211oi_1 | 14 |
| buf_4 | 18 |
| inv_1 | 14 |
| o31ai_1 | 11 |
| o21ai_0 | 74 |
| mux4_2 | 35 |
| nor2b_1 | 16 |
| mux2i_1 | 60 |
| ha_1 | 34 |
| clkdlybuf4s50_1 | 95 |
per-stage QoR:
step	cells	area, um^2	hold WS, ns	total power [mW]	utilization, %
4_1_cts	1222	7704	7.050	0.3430	47.97
5_1_grt	1222	7704	7.172	0.3773	47.97
3_3_place_gp	1222	7704	7.053	0.3430	47.97
6_report	1222	7704	7.073	0.3491	47.97
2_1_floorplan	965	6634	6.086	0.2087	-
3_5_place_dp	1222	7704	7.037	0.3407	47.97
layout make-up:
class              count  area share, %
inverters             16         0.7796
multi-input cells    874          81.42
well taps            216          3.508
repair buffers       116          14.29
power by group through the flow:
stage	Sequential, mW	Clock (mW)	Combinational, mW
after CTS	0	0	0.343
after global routing	0	0	0.377
final	0	0	0.349
No activity file was given, so power comes from the tool's default toggle rates.

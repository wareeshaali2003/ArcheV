$ cat ./constraint.sdc
current_design GPRs

set clk_period 2.6
set clk_io_pct 0.2

create_clock -name clk0 -period $clk_period [get_ports {clk}]

set non_clock_inputs [all_inputs -no_clocks]
set_input_delay [expr $clk_period * $clk_io_pct] -clock clk0 $non_clock_inputs
set_output_delay [expr $clk_period * $clk_io_pct] -clock clk0 [all_outputs]
$ cat ./design.v
module GPRs(
 input    clk,
 input    reg_write_en,
 input  [2:0] reg_write_dest,
 input  [15:0] reg_write_data,
 input  [2:0] reg_read_addr_1,
 output  [15:0] reg_read_data_1,
 input  [2:0] reg_read_addr_2,
 output  [15:0] reg_read_data_2
);
 reg [15:0] reg_array [7:0];
 integer i;
 initial begin
  for(i=0; i<8; i=i+1)
   reg_array[i] <= 16'd0;
 end
 always @ (posedge clk ) begin
   if(reg_write_en) begin
    reg_array[reg_write_dest] <= reg_write_data;
   end
 end
 assign reg_read_data_1 = reg_array[reg_read_addr_1];
 assign reg_read_data_2 = reg_array[reg_read_addr_2];
endmodule
$ cat ./run.sh
#!/bin/bash
# OpenROAD 26Q1-2900-gdf79404cd8, Yosys 0.63+post, stock flow scripts
make -C /OpenROAD-flow-scripts/flow DESIGN_CONFIG=/design/flow/config.mk WORK_HOME=/design/flow/orfs finish
$ cat ./config.mk
export PLATFORM = sky130hd
export DESIGN_NAME = GPRs
export DESIGN_NICKNAME = GPRs
export VERILOG_FILES = /design/flow/design.v
export SDC_FILE = /design/flow/constraint.sdc
export NUM_CORES = 4
export LEC_CHECK = 1
export CORE_UTILIZATION = 40
==> impl_metrics.env <==
# implementation run metrics
export IMPL_final_hold_viol_count=0
export IMPL_worst_ep_arrival_time_ns=2.05
export IMPL_synth_area_um2=6040
export IMPL_globalRouteTotalUtil=0.194
export IMPL_holdBufCountCts=0
export IMPL_pre_cts_ws_ns=-0.209
export IMPL_ys_cells=255
export IMPL_tritoncts="yes"
export IMPL_largest_register_ff_count=128
export IMPL_overflow=0
export IMPL_floorplan_die_height_um=125
export IMPL_final_seq_area_um2=3840
export IMPL_cp_end_kind="output port"
export IMPL_final_period_demand_of_the_worst_path_ns=2.57
export IMPL_insertedDiodeCount=0
export IMPL_rows=44
export IMPL_wire_per_inst_um=24.5
export IMPL_timing_slew_headroom=0.770
export IMPL_syn_inst=255
export IMPL_regMostFlops="reg_array"
export IMPL_layout_drive_gt1_share=0.325
export IMPL_pwr_density_cell_nw_per_um2=663
export IMPL_syn_to_final_growth_pct=27.1
export IMPL_timing_critical_path_from_type="input port"
export IMPL_rsz_0062_raised_after_global_routing="yes"
export IMPL_detailroute_via_count=3086
export IMPL_yosysWarnings=1
export IMPL_place_port_buffers=58
export IMPL_postRouteAntennaNets=0
export IMPL_critical_path_sink="reg_read_data_2[7]"
export IMPL_worst_hold_path_type="input port to register"
export IMPL_cts_num_sinks=128
export IMPL_die_width_um=125
export IMPL_clk_pin_slew_worst_paths_ns=0.05
export IMPL_worst_supply_voltage_drop_on_vdd_v=0.000391
export IMPL_setup_viol=0
export IMPL_syn_area_per_cell_um2=23.7
export IMPL_logic_area_um2=2030
export IMPL_core_area_um2=14600
export IMPL_dp_final_hpwl_um=6990
export IMPL_final_design_area_no_fill_um2=7680
export IMPL_post_synth_num_cell_types=12
export IMPL_openroad_warnings=27
export IMPL_top_level_ports=59
export IMPL_drcViolationCount=0
export IMPL_top_regs="reg_array x128"
export IMPL_finish_utilization=0.524
export IMPL_numCtsBuffers=17
export IMPL_drt_iter0_drc=124
export IMPL_synth_seq_area_share=0.636
export IMPL_post_place_cells=499
export IMPL_grt_first_pass_wirelength_um=19700
export IMPL_worst_slew_pin_transition_ns=0.346
export IMPL_timing_critical_path_fanout_max=8
export IMPL_cts_root_buffer="sky130_fd_sc_hd__clkbuf_16"
export IMPL_post_layout_total_power_mw=5.09
export IMPL_slew_violations=0
export IMPL_cts_htree_levels=4
export IMPL_run_status="completed"
export IMPL_core_util_floorplan=0.413
export IMPL_first_global_vias=3328
export IMPL_drt_pass1_iterations=20
export IMPL_drt_wl_total_um=13200
export IMPL_timing_hold_ws_ns=0.840
export IMPL_clk_path_buf_depth=2
export IMPL_fill_cell_instance_count_of_the_final_layout=1139
export IMPL_drv_cap=0
export IMPL_gp_congestion=0.708
export IMPL_avgViaCountPerCell=5.74
export IMPL_grt_max_degree=17
export IMPL_yosys_chip_area_um2=6040
export IMPL_final_cell_count_no_fill=538
export IMPL_cp_startpoint="reg_read_addr_2[0]"
export IMPL_chip_area_um2=15600
export IMPL_initial_antenna_violation_count=0
export IMPL_postLayoutSetupSlackWorst_ns=0.0307
export IMPL_critical_path_required_ns=2.08
export IMPL_synth_flops=128
export IMPL_dpl_cell_area_um2=6980
export IMPL_timing_setup_critical_path_class="input port to output port"
export IMPL_finalCritPeriodShare=0.988
export IMPL_max_clock_freq_mhz=389
export IMPL_power_static_leakage_nw=2.62
export IMPL_fin_setup_tns_ns=0
-- logic make-up (layout without fill, tap and decap cells) --
kind of cell | after synthesis | after routing | synth area share
mux | 96 | 96 | 0.333
buf+inv | 18 | 117 | 0.0215
flops | 128 | 128 | 0.636
simple gates | 13 | 13 | 0.00973
-- synth_stat cells --
| master | instances | area share |
|---|---|---|
| sky130_fd_sc_hd__nor3_1 | 2 | 0.0017 |
| sky130_fd_sc_hd__buf_6 | 8 | 0.015 |
| sky130_fd_sc_hd__nand2_1 | 2 | 0.0012 |
| sky130_fd_sc_hd__nand2b_1 | 3 | 0.0031 |
| sky130_fd_sc_hd__mux4_1 | 56 | 0.24 |
| sky130_fd_sc_hd__mux4_2 | 8 | 0.030 |
| sky130_fd_sc_hd__clkbuf_2 | 2 | 0.0017 |
| sky130_fd_sc_hd__clkbuf_1 | 2 | 0.0012 |
| sky130_fd_sc_hd__buf_1 | 6 | 0.0037 |
| sky130_fd_sc_hd__mux2_2 | 32 | 0.060 |
| sky130_fd_sc_hd__nor2_1 | 6 | 0.0037 |
| sky130_fd_sc_hd__edfxtp_1 | 128 | 0.64 |
-- layout by cell type, fill, tap and decap left out, drive strengths merged --
cell,synthesis,routed
dlymetal6s2s,0,1
edfxtp,128,128
nor2,6,6
mux2,32,32
nand2,2,2
clkinvlp,0,4
bufinv,0,2
mux4,64,64
clkinv,0,8
clkbuf,4,18
nand2b,3,3
clkdlybuf4s18,0,1
nor3,2,2
clkdlybuf4s50,0,53
buf,14,30
-- critical path, cell delays in order --
cell and delay (ns):
sky130_fd_sc_hd__buf_12 0.12, sky130_fd_sc_hd__buf_16 0.15, sky130_fd_sc_hd__mux4_1 0.55, sky130_fd_sc_hd__mux2_2 0.29, sky130_fd_sc_hd__clkdlybuf4s50_1 0.41
-- routing by layer --
metal  global-route usage  wire length (um)  vias to the layer above
li1                     -                 -                     1336
met1                0.263              4980                     1554
met2                0.291              6360                      184
met3                0.127              1710                       12
met4               0.0215               126                        0
met5                    0                 0                        -
-- worst min-delay path by stage --
stage | start | endpoint | slack, ns | depth (start not counted)
after global routing | reg_write_data[8] | reg_array[3][8] | 0.86 | 1
after CTS | reg_write_data[8] | reg_array[2][8] | 0.84 | 1
final | reg_write_data[11] | reg_array[6][11] | 0.84 | 1
-- layout make-up --
class,instances,area share
clock inverters,14,0.0161
clock buffers,18,0.0559
repair buffers,85,0.133
multi-input cells,109,0.264
flip-flops and latches,128,0.500
well taps,184,0.0300
-- where the power goes --
part / internal, mW / leakage [nW] / total (mW) / switching (mW)
combinational: 0.343 / 1.20 / 0.537 / 0.194
clock: 1.38 / 0.259 / 2.18 / 0.799
sequential: 2.35 / 1.16 / 2.37 / 0.0247
-- what timing repair did --
action,4_1_cts,5_1_grt
gates resized,21,22
pin swaps,0,0
cloned,6,0
buffers inserted,0,1
setup endpoints to repair,32,32
Power and IR drop assume default switching activity.
